`flow/design.v`:
```
`timescale 1ns/100ps
module decode #(
	parameter	WIDTH	= 16,
	parameter	PCBITS	= 10,
	parameter	MSB	= WIDTH - 1,
	parameter	PSB	= PCBITS - 1
) (
	input		clock_i,
	input		reset_i,
	input		stall_ni,
	input	[2:0]	if_op_i,
	input	[2:0]	if_fn_i,
	input	[2:0]	if_cnd_i,
	input		if_mem_i,
	input		if_sf_i,
	input		if_cr_i,
	input	[3:0]	if_rd_i,
	input	[3:0]	if_rs0_i,
	input	[3:0]	if_rs1_i,
	input	[MSB:0]	if_imm_i,
	input	[MSB:0]	ex_bypass_i,	 
	input		ex_byp_a_i,
	input		ex_byp_b_i,
	input	[MSB:0]	mm_bypass_i,
	input		mm_byp_a_i,
	input		mm_byp_b_i,
	input		rf_wr_i,
	input	[3:0]	rf_reg_i,
	input	[MSB:0]	rf_dat_i,
	output	reg	[3:0]	id_rd_o		= 0,	 
	output	reg	[1:0]	id_bit_o	= 0,	 
	output	reg		id_cr_o		= 0,	 
	output	reg		id_sf_o		= 0,	 
	output	reg	[1:0]	id_dst_o	= 0,	 
	output	reg		id_sbb_o	= 0,	 
	output	reg		id_mul_o	= 0,	 
	output	reg		id_bra_o	= 0,
	output	reg		id_bx_o		= 0,
	output	reg		id_mem_o	= 0,
	output	reg		id_msr_o	= 0,
	output	reg		id_st_o		= 0,
	output	reg	[2:0]	id_cnd_o	= 0,
	output	reg	[MSB:0]	id_a_o,
	output	reg	[MSB:0]	id_b_o,
	output	reg	[MSB:0]	id_dat_o	 
);
wire	[MSB:0]	rf_d0, rf_d1;
wire	[1:0]	if_a_src, if_b_src;
wire	[MSB:0]	if_a_dat, if_b_dat;
assign	#2 if_a_src	= ex_byp_a_i ? 2'b10 :	 
			  mm_byp_a_i ? 2'b11 :   
			  (if_op_i==3'b001 || if_op_i==3'b110) ? 2'b01 : 2'b00 ;
assign	#2 if_b_src	= ex_byp_b_i ? 2'b10 :
			  mm_byp_b_i ? 2'b11 :
			  (if_op_i==3'b010 || if_op_i==3'b100 || if_op_i==3'b101) ? 2'b01 : 2'b00 ;
always @(posedge clock_i)
	if (reset_i)	id_rd_o	<= #2 0;
	else		id_rd_o	<= #2 if_rd_i;
always @(posedge clock_i)
	if (reset_i)	{id_bra_o, id_bx_o}	<= #2 0;
	else begin
		id_bra_o	<= #2 (if_op_i==3'b000 || if_op_i==3'b001) && if_fn_i==3'b101;
		id_bx_o		<= #2 (if_op_i==3'b110);
		id_cnd_o	<= #2 if_cnd_i;
	end
always @(posedge clock_i)
	if (reset_i)	id_mem_o	<= #2 0;
	else		id_mem_o	<= #2 if_mem_i;
wire	#2 msr	= (if_op_i==3'b001 || if_op_i == 3'b000) && (if_fn_i==3'b011);
always @(posedge clock_i)
	if (reset_i)	id_msr_o	<= #2 0;
	else		id_msr_o	<= #2 msr;
always @(posedge clock_i)
	if (reset_i)		id_st_o	<= #2 0;
	else if (stall_ni)	id_st_o	<= #2 (if_op_i==3'b101);
	else			id_st_o	<= #2 0;
always @(posedge clock_i)
	id_dat_o	<= #2 rf_d1 ;	 
always @(posedge clock_i)
	id_mul_o	<= #2 (if_fn_i==3'b010 && if_sf_i);
always @(posedge clock_i)
	if (reset_i)
		{id_cr_o, id_sf_o}	<= #2 2'b00;
	else if (stall_ni) begin
		id_cr_o	<= #2 if_cr_i;
		id_sf_o	<= #2 (if_op_i==3'b111) ? 1'b0 : if_sf_i ;
	end
always @(posedge clock_i)
	id_sbb_o	<= #2 (if_fn_i==3'b001);
always @(posedge clock_i)
	if (reset_i)
		id_dst_o	<= #2 0;
	else if (if_op_i==3'b100)
		id_dst_o	<= #2 1;
	else if (if_op_i==3'b001 || if_op_i==3'b000) begin
		if (if_fn_i==3'b010)
			id_dst_o	<= #2 2;
		else if (if_fn_i==3'b111 || if_fn_i==3'b100 || if_fn_i==3'b110)
			id_dst_o	<= #2 3;
		else
			id_dst_o	<= #2 0;
	end else
		id_dst_o	<= #2 0;
always @(posedge clock_i)
	if (!if_cr_i && if_fn_i[2:1]==2'b00)	 
		id_bit_o	<= #2 2'b11;	 
	else
		id_bit_o	<= #2 if_fn_i[1:0];
always @(posedge clock_i)
	id_a_o	<= #2 if_a_dat;
always @(posedge clock_i)
	id_b_o	<= #2 if_b_dat;
risc_rf_async #(
	.WIDTH		(WIDTH),
	.DEPTH		(4)
) RF (
	.clock_i	(clock_i),
	.p0_idx_i	(if_rs0_i),
	.p0_dat_o	(rf_d0),
	.p1_idx_i	(if_rs1_i),
	.p1_dat_o	(rf_d1),
	.wr_en_i	(rf_wr_i),
	.wr_idx_i	(rf_reg_i),
	.wr_dat_i	(rf_dat_i)
);
mux4to1 #(WIDTH) MUXA (
	.in0_i	(rf_d0),
	.in1_i	(if_imm_i),
	.in2_i	(ex_bypass_i),
	.in3_i	(mm_bypass_i),
	.sel_i	(if_a_src),
	.out_o	(if_a_dat)
);
mux4to1 #(WIDTH) MUXB (
	.in0_i	(rf_d1),
	.in1_i	(if_imm_i),
	.in2_i	(ex_bypass_i),
	.in3_i	(mm_bypass_i),
	.sel_i	(if_b_src),
	.out_o	(if_b_dat)
);
endmodule	 
`timescale 1ns/100ps
module risc_rf_async #(
	parameter	WIDTH	= 16,
	parameter	DEPTH	= 4,
	parameter	WORDS	= 1 << DEPTH,
	parameter	MSB	= WIDTH - 1,
	parameter	ISB	= DEPTH - 1
) (
	input		clock_i,
	input	[ISB:0]	p0_idx_i,
	output	[MSB:0]	p0_dat_o,
	input	[ISB:0]	p1_idx_i,
	output	[MSB:0]	p1_dat_o,
	input		wr_en_i,
	input	[ISB:0]	wr_idx_i,
	input	[MSB:0]	wr_dat_i
);
reg	[MSB:0]	bank0 [WORDS-1:0];
reg	[MSB:0]	bank1 [WORDS-1:0];
assign	#2 p0_dat_o	= bank0[p0_idx_i];
assign	#2 p1_dat_o	= bank1[p1_idx_i];
integer	ii;
initial	for (ii=0; ii<WORDS; ii=ii+1) {bank1[ii], bank0[ii]}	= 0;
always @(posedge clock_i)
	if (wr_en_i) begin
		bank0[wr_idx_i]	<= #2 wr_dat_i;
		bank1[wr_idx_i]	<= #2 wr_dat_i;
	end
endmodule	 
`timescale 1ns/100ps
module mux4to1 #(
	parameter	WIDTH	= 16,
	parameter	MSB	= WIDTH - 1
) (
	input	[1:0]	sel_i,
	input	[MSB:0]	in0_i,
	input	[MSB:0]	in1_i,
	input	[MSB:0]	in2_i,
	input	[MSB:0]	in3_i,
	output	reg	[MSB:0]	out_o
);
always @*
	case (sel_i)
		2'b00:	out_o	<= #3 in0_i;
		2'b01:	out_o	<= #3 in1_i;
		2'b10:	out_o	<= #3 in2_i;
		2'b11:	out_o	<= #3 in3_i;
	endcase
endmodule	 
```
`flow/run.sh`:
```
#!/bin/bash
# OpenROAD 26Q1-2900-gdf79404cd8, Yosys 0.63+post, stock flow scripts
make -C /OpenROAD-flow-scripts/flow DESIGN_CONFIG=/design/flow/config.mk WORK_HOME=/design/flow/orfs finish
```
`flow/config.mk`:
```
export PLATFORM = sky130hd
export DESIGN_NAME = decode
export DESIGN_NICKNAME = decode
export VERILOG_FILES = /design/flow/design.v
export SDC_FILE = /design/flow/constraint.sdc
export NUM_CORES = 4
export LEC_CHECK = 1
export CORE_UTILIZATION = 30
```
`flow/constraint.sdc`:
```
current_design decode

set clk_period 3.5
set clk_io_pct 0.2

create_clock -name clk0 -period $clk_period [get_ports {clock_i}]

set non_clock_inputs [all_inputs -no_clocks]
set_input_delay [expr $clk_period * $clk_io_pct] -clock clk0 $non_clock_inputs
set_output_delay [expr $clk_period * $clk_io_pct] -clock clk0 [all_outputs]
```
==> results.toml <==
# physical design summary
[run_status]
status = "complete, no violations"

[global_route]
antenna_found_initial = 1
grt_max_degree = 50
grt-ovfl-total = 0
grt_pass1_wl_um = 63200
grt_pass1_vias = 9752
track_usage = 0.188
top_usage_layer = "met2"
met3_usage = 0.133
grt_util_met1 = 0.211
met2_usage = 0.292

[final_timing]
final_hold_viol_count = 0
slew_headroom = 0.577
finalCritPeriodShare = 0.719
layout_setup_ws_ns = 0.984
rsz0062_at_grt = "no"
clock_skew_ns = 0.0170
tightest_slew_ns = 0.635
setup_tns_ns = 0
slew_violations = 0
final.min_clock_period_ns = 2.52
worst_hold_slack_ns = 0.475
fmax_mhz = 397
setup-violations-final = 0

[route]
wire_per_inst_um = 26.0
drc = 0
diodes = 0
dr.pass1.iters = 5
viasPerCell = 5.44
drtIter0Drc = 670
routed_wl_um = 42900
num_vias = 8989
postRouteAntennaNets = 0

[final_layout]
stdcell_count = 1653
fin_util = 0.386
fillers = 4185
fin_area_um2 = 18100
flop_area_um2 = 9080
layout-area-overhead-vs-synth_pct = 25.9
lay_top_count = "edfxtp_1"
layout_top_cells = "edfxtp_1, clkdlybuf4s50_1, mux4_2, dfxtp_1, mux2i_1"
logic_area_um2 = 4970
drive_above_1_share = 0.231

[worst_setup_path]
cp_slowest_cell = "clkdlybuf4s50_1"
crit_chain = "clkdlybuf4s50_1 -> a21oi_1 -> nor4_4 -> buf_4 -> a222oi_1 -> o221ai_1"
setup.worst_path.class = "in -> reg"
crit_family = "AND-OR/OR-AND gates"
slowest_delay_ns = 0.59
cp_max_fo = 16
arrival_ns = 2.85
crit_buf_inv = 2
critPathLaunchType = "primary input"
required_ns = 3.83
worst_setup_path_end_kind = "flop"

[clock_network]
clk_latency_ns = 0.52
cts_sinks = 324
clk_path_buf_depth = 3
root_buffer = "clkbuf_16"
cts_buffers = 35
ctsResizeCount = 0
htree_levels = 2
tritoncts = "done"
clk_pin_slew_ns = 0.06
cts_setup_buffers = 0
cts_hold_buf = 0

[synthesis]
postSynthSeqShare = 0.631
yosys_warnings = 3
ys.flop_type = "edfxtp_1"
edf_count = 259
synth_area_um2 = 14400
postSynthCellCount = 834
ys_chip_area_um2 = 14400
async_flop_share = 0
synth.avg_cell_area_um2 = 17.3
ys_cells = 834
ys_ff = 324
yosys.cell_types.count = 41

[pwr]
vdd_ir_drop_max_mv = 0.266
p_total_mw = 9.13
p_leak_nw = 6.09
p_per_area_nw_per_um2 = 504

[floorplanning]
pin_count = 168
die_h_um = 221
core-area_um2 = 47000
fp-utilization = 0.306
die_width_um = 221
dieArea_um2 = 48800
row_count = 79

[worst_hold_path]
hold_path_class = "reg -> reg"

[placement]
dpl.hpwl_um = 27000
post_dp_cell_area_um2 = 16900
portBuffers = 167
pre_cts_ws_ns = 0.521
gp_congestion = 0.868
placed_cells = 1591

[job]
warnings = 25
drv_cap = 0
[per-layer routing]
layer / vias up / part of all wire
met5: - / 0.00040
met4: 2 / 0.025
met3: 74 / 0.16
met2: 669 / 0.48
met1: 4403 / 0.34
li1: 3841 / -
[flip-flops by register name, indices dropped and copies added, names as in the netlist, 2 cells and up]
signal,count
RF.bank1,256
id_dst_o,2
id_b_o,16
id_rd_o,4
id_bit_o,2
id_cnd_o,3
id_dat_o,16
id_a_o,16
[worst register-to-register path, cell delays in order, from the launching register on]
cell and delay, ns:
edfxtp_1 0.39, mux4_1 0.51, mux2_2 0.29, a22oi_1 0.18
o211ai_1 0.11
[where the power goes]
part           switching (mW)  internal [mW]  total, mW
clock                    1.48           2.36       3.84
sequential             0.0584           4.29       4.35
combinational           0.434          0.503      0.937
total                    1.97           7.16       9.13
[path summary, 6_finish.rpt]
path	startpoint	to	slack (ns)	cells past startpoint
min reg2reg	id_sf_o$_SDFFE_PP0P_	id_sf_o$_SDFFE_PP0P_	0.48	2
min	id_sf_o$_SDFFE_PP0P_	id_sf_o$_SDFFE_PP0P_	0.48	2
max reg2reg	RF.bank1[11][3]$_DFFE_PP_	id_b_o[3]$_DFF_P_	1.88	4
max	if_op_i[2]	id_a_o[0]$_DFF_P_	0.98	6
[cell usage after synthesis, types with 2 or more instances]
| library cell | count | area (µm²) |
|---|---|---|
| clkbuf_1 | 27 | 101 |
| and2_1 | 9 | 56.3 |
| mux2_2 | 20 | 225 |
| a222oi_1 | 16 | 160 |
| nor4_2 | 2 | 25.0 |
| mux4_2 | 103 | 2320 |
| nor3_1 | 12 | 60.1 |
| o21bai_1 | 2 | 15.0 |
| o211ai_1 | 6 | 45.0 |
| edfxtp_1 | 259 | 7780 |
| and4b_1 | 2 | 20.0 |
| buf_6 | 4 | 45.0 |
| nand2b_1 | 5 | 31.3 |
| nand2_1 | 19 | 71.3 |
| mux4_1 | 10 | 263 |
| a22oi_1 | 23 | 173 |
| inv_1 | 14 | 52.6 |
| mux2i_1 | 61 | 611 |
| buf_2 | 19 | 95.1 |
| nand3_1 | 4 | 20.0 |
| buf_1 | 4 | 15.0 |
| dfxtp_1 | 65 | 1300 |
| o21ai_0 | 27 | 135 |
| a221oi_1 | 12 | 105 |
| a21oi_1 | 26 | 130 |
| o221ai_1 | 16 | 140 |
| nor2_1 | 35 | 131 |
| nand3b_1 | 2 | 15.0 |
| nor2b_1 | 12 | 75.1 |
| buf_4 | 6 | 45.0 |
| or2_2 | 2 | 12.5 |
[kinds of logic after synthesis]
kind of cell / count (synthesis) / synth area share
flops: 324 / 0.631
mux: 194 / 0.238
buf+inv: 75 / 0.0260
compound gates: 131 / 0.0645
simple gates: 110 / 0.0409
[area by class of cell]
type / count / share of cell area
clock buffers: 49 / 0.0572
clock inverters: 13 / 0.00939
inverters: 14 / 0.00290
multi-input cells: 435 / 0.274
flip-flops and latches: 324 / 0.501
well taps: 607 / 0.0419
repair buffers: 211 / 0.113
Power is estimated from default activity; no workload was simulated.
